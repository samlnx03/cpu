File: flow/design.v
module alu (AluOut, AluSel, Aalu, Balu);
    parameter Bus=5;
    output reg [Bus-1:0] AluOut;
    input [Bus-1:0] Aalu, Balu;
    input AluSel; 
    always @(*) begin
	case(AluSel)
		0: AluOut=Aalu+Balu;
		1: AluOut=Aalu | Balu;
	endcase
    end
endmodule
File: flow/run.sh
#!/bin/bash
# OpenROAD 26Q1-2900-gdf79404cd8, Yosys 0.63+post, stock flow scripts
make -C /OpenROAD-flow-scripts/flow DESIGN_CONFIG=/design/flow/config.mk WORK_HOME=/design/flow/orfs finish
File: flow/constraint.sdc
current_design alu

set clk_period 3.7
set clk_io_pct 0.2

create_clock -name clk0 -period $clk_period

set non_clock_inputs [all_inputs -no_clocks]
set_input_delay [expr $clk_period * $clk_io_pct] -clock clk0 $non_clock_inputs
set_output_delay [expr $clk_period * $clk_io_pct] -clock clk0 [all_outputs]
File: flow/config.mk
export PLATFORM = sky130hd
export DESIGN_NAME = alu
export DESIGN_NICKNAME = alu
export VERILOG_FILES = /design/flow/design.v
export SDC_FILE = /design/flow/constraint.sdc
export NUM_CORES = 4
export LEC_CHECK = 1
export CORE_AREA = 10 10 70 70
export DIE_AREA = 0 0 80 80
==> out/metrics.csv <==
stage,metric,value,unit
status,result of the run,completed,
routing,via count normalized by instance count,3.13,
timing,fin. max-slew vios,0,
worst_setup_path,Worst setup startpoint,Aalu[2],
die,floorplan die height,80,um
worst_setup_path,CP max stage cell,sky130_fd_sc_hd__clkdlybuf4s50_1,
synthesis,Yosys top cell by area,sky130_fd_sc_hd__ha_1,
worst_setup_path,maximum fanout along the worst path,4,
place,half-perimeter wire length after placement,789,um
routing,Post-DRT Antenna Nets,0,
timing,unrepaired setup endpoints after global routing,false,
cells_and_area,registers,0,
synthesis,Cell area leaders,"sky130_fd_sc_hd__ha_1 33%, sky130_fd_sc_hd__inv_1 13%, sky130_fd_sc_hd__nor3b_1 6.7%, sky130_fd_sc_hd__fa_1 5.9%, sky130_fd_sc_hd__nor4b_1 5.2%",
synthesis,Syn Inst Count,47,
global_route,Top Usage Layer GRT,met2,
timing,post-layout period usage of the worst path,94.8,%
global_route,met3 demand-to-capacity share in global routing,0.909,%
global_route,wire length of the first global-routing pass,1250,um
global_route,met1 global-route usage,2.77,%
die,I/O pins,16,
hold_path,worst min-delay path category,in -> out,
run,OpenROAD warnings,36,
routing,Pre-Repair DR Iteration Count,2,
die,total die area,6400,sq um
clocking,hold buffer count at CTS,0,
synthesis,area share of the leading cell type in the synthesized netlist,33.3,%
worst_setup_path,kind of end point of the critical path,output port,
die,total number of placement rows,21,
cells_and_area,number of clock buffers in the layout,0,
timing,final critical path time including I/O delays and setup,3.51,ns
place,instance count after placement with tap cells included,109,
worst_setup_path,type of element launching the critical path,primary input,
cells_and_area,Layout Area Growth over Synthesis,65.2,%
global_route,via count of the first global-routing pass,290,
worst_setup_path,crit path DAT,2.77,ns
clocking,post-cts gate resize count,0,
worst_setup_path,worst setup path class,in -> out,
worst_setup_path,delay of the slowest cell on the worst path,0.48,ns
worst_setup_path,kind of cell adding the most delay to the critical path,buffers and inverters,
synthesis,Distinct lib cells used,19,
synthesis,Avg Inst Size Synth,7.19,sq um
timing,Tightest Pin Transition,0.377,ns
timing,maximum achievable frequency,285,MHz
timing,Max-Slew Margin vs Limit,74.8,%
place,# port buffers,16,
place,global placement routability congestion,0.704,
timing,total count of hold-check failures in the final report,0,
run,reported max-cap violation count,0,
synthesis,post-synthesis cell area,338,sq um
hold_path,origin of the worst min-delay path,Balu[0],
power_and_ir_drop,cell leakage power,0.251,nW
worst_setup_path,ordered cell list for the critical path,"clkdlybuf4s50_1, inv_1, ha_1, nor2b_1, or4_1, nand3_1, clkdlybuf4s50_1",
routing,initial drt markers,19,
synthesis,portion of the post-synthesis area used by sequential elements,0,%
power_and_ir_drop,pwr/cell area,107,nW/um^2
global_route,Global Route met2 Usage,4.17,%
die,effective utilization at floorplan,9.89,%
worst_setup_path,library cell appearing most often on the critical path,sky130_fd_sc_hd__clkdlybuf4s50_1,
global_route,GRT Total Usage,2.36,%
timing,Fin Setup TNS,0,ns
routing,routed vias,341,
cells_and_area,FF/Latch Area,0,sq um
routing,drt total wl,844,um
clocking,buffers inserted by post-CTS timing repair,0,
power_and_ir_drop,worst voltage drop across the vdd grid,0.0157,mV
die,width of the chip,80,um
routing,drc violations,0,
global_route,antenna violations before repair,0,
global_route,largest net degree at the start of global routing,12,
cells_and_area,count of non-filler cells in the finished layout,109,
die,standard cell core area,3420,sq um
routing,number of diodes added for antenna fixing,0,
worst_setup_path,required arrival time at the worst endpoint,2.96,ns
synthesis,total of warnings raised by yosys,1,
synthesis,total cells reported by yosys after synthesis,47,
synthesis,yosys synthesis chip area,338,sq um
routing,wire length per cell after detailed routing,7.74,um
global_route,global route total overflow,0,
worst_setup_path,CP Buf/Inv Count,3,
cells_and_area,fraction of final layout cells sized beyond drive strength 1,1.59,%
timing,"Setup violations, final",0,
-- synthesized netlist by cell type --
| library cell | count |
|---|---|
| sky130_fd_sc_hd__nor2b_1 | 2 |
| sky130_fd_sc_hd__ha_1 | 9 |
| sky130_fd_sc_hd__fa_1 | 1 |
| sky130_fd_sc_hd__a221oi_1 | 1 |
| sky130_fd_sc_hd__o21ai_0 | 1 |
| sky130_fd_sc_hd__or4b_1 | 1 |
| sky130_fd_sc_hd__mux2i_1 | 1 |
| sky130_fd_sc_hd__a21oi_1 | 3 |
| sky130_fd_sc_hd__nand3_1 | 2 |
| sky130_fd_sc_hd__inv_1 | 12 |
| sky130_fd_sc_hd__nor4b_1 | 2 |
| sky130_fd_sc_hd__xnor2_1 | 1 |
| sky130_fd_sc_hd__or2b_1 | 1 |
| sky130_fd_sc_hd__nor2_1 | 3 |
| sky130_fd_sc_hd__nand2_1 | 1 |
| sky130_fd_sc_hd__nor3b_1 | 3 |
| sky130_fd_sc_hd__nor3_1 | 1 |
| sky130_fd_sc_hd__or4_1 | 1 |
| sky130_fd_sc_hd__buf_2 | 1 |
-- worst paths after layout --
kind / cells after the start / endpoint / slack (ns)
setup / recovery: 7 / AluOut[4] / 0.19
hold / removal: 5 / AluOut[0] / 2.56
-- power breakdown --
part	total, mW	switching [mW]	internal, mW
combinational	0.0595	0.0216	0.0379
clock	0	0	0
sequential	0	0	0
total	0.0595	0.0216	0.0379
-- cell families after synthesis --
group	after synthesis	synth area share (%)
simple gates	17	31.9
buf+inv	13	14.8
fa+ha+maj	10	39.3
compound gates	5	8.52
xor+xnor	1	2.59
mux	1	2.96
-- tightest hold or removal path: stages --
cell	delay (ns)
sky130_fd_sc_hd__clkdlybuf4s50_1	0.42
sky130_fd_sc_hd__inv_1	0.06
sky130_fd_sc_hd__ha_1	0.13
sky130_fd_sc_hd__a21oi_1	0.06
sky130_fd_sc_hd__clkdlybuf4s50_1	0.40
-- stage by stage --
| stage | utilization (%) | power, mW | setup slack (ns) | area [sq um] | hold slack, ns |
|---|---|---|---|---|---|
| final | 16.3 | 0.0595 | 0.194 | 558 | 2.56 |
| after global placement | 16.3 | 0.0599 | 0.183 | 558 | 2.57 |
| after global routing | 16.3 | 0.0682 | 0.101 | 558 | 2.63 |
| after CTS | 16.3 | 0.0615 | 0.178 | 558 | 2.58 |
| after floorplan | - | 0.0279 | 1.22 | 338 | 1.59 |
| after detailed placement | 16.3 | 0.0610 | 0.181 | 558 | 2.57 |
-- layout make-up --
| type | instances | area (sq um) |
|---|---|---|
| Multi-Input combinational cell | 34 | 288 |
| Timing Repair Buffer | 17 | 168 |
| Fill cell | 383 | 2860 |
| Tap cell | 46 | 57.6 |
| Inverter | 12 | 45.0 |
-- placed cells by master, fill, tap and decap left out --
master and count:
sky130_fd_sc_hd__nor2b_1 2, sky130_fd_sc_hd__or4b_1 1, sky130_fd_sc_hd__or2b_1 1, sky130_fd_sc_hd__inv_1 12, sky130_fd_sc_hd__nor4b_1 2, sky130_fd_sc_hd__o21ai_0 1, sky130_fd_sc_hd__a221oi_1 1, sky130_fd_sc_hd__ha_1 9
sky130_fd_sc_hd__clkdlybuf4s50_1 16, sky130_fd_sc_hd__or4_1 1, sky130_fd_sc_hd__xnor2_1 1, sky130_fd_sc_hd__nor3b_1 3, sky130_fd_sc_hd__fa_1 1, sky130_fd_sc_hd__nor3_1 1, sky130_fd_sc_hd__nor2_1 3, sky130_fd_sc_hd__buf_4 1
sky130_fd_sc_hd__a21oi_1 3, sky130_fd_sc_hd__nand2_1 1, sky130_fd_sc_hd__mux2i_1 1, sky130_fd_sc_hd__nand3_1 2
-- layer usage --
layer / wire length, um / vias to the layer above
met5: 0 / -
met4: 0 / 0
met3: 72 / 0
met2: 425 / 7
met1: 346 / 146
li1: - / 188
Power and IR drop assume default switching activity.
