==> design/flow/design.v <==
module Sequencer (CLK, reset, t);
input CLK;
input reset;
output reg [5:0] t;
reg [2:0] Q;
always @(posedge CLK, posedge reset) begin
  if (reset)
  	Q<=0;
  else
  	Q<=Q+1;
end
always @(Q) begin
	case (Q)
		0: t=1;
		1: t=2;
		2: t=4;
		3: t=8;
		4: t=16;
		5: t=32;
		default: t=0;
	endcase
end
endmodule
==> design/flow/run.sh <==
#!/bin/bash
# OpenROAD 26Q1-2900-gdf79404cd8, Yosys 0.63+post, stock flow scripts
make -C /OpenROAD-flow-scripts/flow DESIGN_CONFIG=/design/flow/config.mk WORK_HOME=/design/flow/orfs finish
==> design/flow/config.mk <==
export PLATFORM = sky130hd
export DESIGN_NAME = Sequencer
export DESIGN_NICKNAME = Sequencer
export VERILOG_FILES = /design/flow/design.v
export SDC_FILE = /design/flow/constraint.sdc
export NUM_CORES = 4
export LEC_CHECK = 1
export CORE_AREA = 10 10 70 70
export DIE_AREA = 0 0 80 80
==> design/flow/constraint.sdc <==
current_design Sequencer

set clk_period 1.6
set clk_io_pct 0.2

create_clock -name clk0 -period $clk_period [get_ports {CLK}]

set non_clock_inputs [all_inputs -no_clocks]
set_input_delay [expr $clk_period * $clk_io_pct] -clock clk0 $non_clock_inputs
set_output_delay [expr $clk_period * $clk_io_pct] -clock clk0 [all_outputs]
==> results_slide.txt <==
Run Summary

Timing
  • RSZ-0062 raised after global routing: true
  • Clock skew: roughly 0.00062 ns
  • Peak Freq: roughly 570 MHz
  • Relative slew slack: about nine tenths
  • Crit share post-route: 110%
  • Slew @ Worst Pin: approximately 0.16 ns
  • Final hold violations: 0
  • Tmin final: about 1.8 ns
  • Final setup margin: -0.159 ns
  • Slew Viols, Final: 0
  • Final setup vio count: 4

Routing
  • DR vias/cell: 1.99
  • Detail Route Antenna Nets: 0
  • DRC: 0
  • Post-Route WL: 433 um
  • Routed length per instance: about 5.6 um
  • Antenna diodes: 0
  • TritonRoute pass-1 iters: 1
  • DR vias: about 150
  • Iteration-0 DRC count of the detailed router: 0

Placement
  • Final Wtd Congestion: a little under 0.7
  • Dpl cells: a little over 70
  • DP Area: between 300 and 400 um^2
  • # port buffers: 7
  • Post-DP HPWL: 352 um

Logic synthesis
  • Syn avg cell area: about 10 um^2
  • Post-synthesis chip area from yosys: between 150 and 200 um^2
  • Basic Gates by Area: roughly 16%
  • Syn. warnings: 1
  • Xor/xnor share: 0%
  • Adders+Majority by Area: between 30 and 40%
  • Top cells, area: dfrtp_1 (39%), ha_1 (33%), inv_1 (9.8%)
  • Dominant comb cell: adder cells
  • Synth Cell Area: between 150 and 200 um^2
  • Yosys top cell by area: dfrtp_1
  • Post-synthesis mux area share: 0%
  • Post-Synthesis Cells: 19
  • Area share, top type: between 30% and 40%
  • Synth flops: 3
  • Sequential area share after synthesis: around two fifths
  • Yosys cell types: 6
  • Yosys Instances: 19
  • Ao+oa area frac: 0%

Global route
  • Overflow after GRT: 0
  • First-pass GRT wire length: about 640 um
  • Initial antenna violation count: 0
  • GRT Overall Usage: 1.32%
  • Vias in the first global route: 159
  • Pin count of the biggest net entering global routing: 7

Clock network
  • Clk latency of the worst-skew pair: about 0.23 ns
  • CTS tree: yes
  • Clk pin slew, worst setup/hold paths: approximately 0.040 ns
  • Hold-fix buffers at CTS: 0
  • CTS Sinks: 3
  • CTS buffer count: 3
  • Clk root buf: clkbuf_4
  • H-tree depth: 1
  • Clk buf depth: 2

Flow run
  • Tool Warnings: 30
  • Max Cap Violations: 0

Die
  • Ports: 8
  • Die Size: ~6400 um^2
  • Core area: roughly 3400 um^2
  • Die H: 80 um
  • Site Rows: 21
  • FP Core Util: about 5.6%
  • Die Width: roughly 80 um

Power and ir drop
  • Pwr dens: a little under 600 nW/um^2
  • P_leak: 0.181 nW
  • Peak VDD IR: ~0.08 mV
  • Pwr Total: about 0.21 mW

Outcome
  • Status: finished with violations
  • Failing checks: negative setup slack

Critical path
  • CP Data Required Time: between 1 and 1.5 ns
  • Reg2Reg Depth: 3
  • CP Class: register to primary output
  • Worst setup EP type: primary output
  • CP max FO: 3
  • Worst EP arrival: between 1 and 1.5 ns
  • Crit start category: register

Final layout
  • Finished Cell Area: ~360 um^2
  • Max FFs per register: 3
  • Layout area overhead: 88.9%
  • Top Registers: Q x3
  • Final Non-Filler Cells: roughly 77
  • Share of layout cells above drive strength 1: between 20 and 30%
  • Largest Register: Q
  • Post-Route Utilization: 10.6%
  • Top cell excl fill/tap: clkdlybuf4s50_1

Min path
  • Tightest Hold Check Type: primary input to async pin
-- cell type report --
cell class                 instances  area [um^2]
clock buffer                       4         26.3
fill                             396         3050
inverter                           5         18.8
multi-input combinational         10         98.8
sequential                         3         75.1
tap                               46         57.6
timing repair buffer               9         85.1
-- cells by family after synthesis --
group | Yosys count
buf+inv | 6
simple gates | 5
flops | 3
fa+ha+maj | 5
-- cells in the mapped netlist --
| master | n |
|---|---|
| ha_1 | 5 |
| nor2b_1 | 3 |
| and2_1 | 2 |
| inv_1 | 5 |
| dfrtp_1 | 3 |
| clkbuf_1 | 1 |
-- per-stage QoR --
stage	setup TNS, ns	hold WS, ns	setup slack [ns]
2_1_floorplan	0	0.0736	0.484
3_3_place_gp	0	0.487	0.0557
3_5_place_dp	0	0.501	0.0175
4_1_cts	-0.692	0.271	-0.185
5_1_grt	-0.735	0.285	-0.206
6_report	-0.496	0.276	-0.159
-- where the power goes --
group / switching (mW) / internal (mW) / leakage (nW)
clock network: 0.0366 / 0.0933 / 0.0150
registers: 0 / 0.0763 / 0.0426
logic: 0.00188 / 0.00229 / 0.123
-- final timing paths --
check / from / slack (ns) / endpoint
max in group asynchronous: reset / 1.19 / Q[1]
hold / removal: reset / 0.28 / Q[2]
min in group clk0: Q[0] / 0.64 / Q[1]
setup / recovery: Q[1] / -0.16 / t[5]
hold reg to reg: Q[0] / 0.64 / Q[1]
setup reg to reg: Q[0] / 0.57 / Q[2]
-- worst max-delay path, stage by stage (launching register included) --
cell	delay (ns)
dfrtp_1	0.40
inv_2	0.07
ha_2	0.16
and2_1	0.12
clkdlybuf4s50_1	0.46
-- metal layers --
| metal | wire (um) | GRT usage [%] |
|---|---|---|
| met1 | 194 | 1.46 |
| met2 | 152 | 1.52 |
| met3 | 85 | 1.36 |
| met4 | 0 | 0.704 |
| met5 | 0 | 0 |
-- repair_timing --
| action | 4_1_cts | 5_1_grt |
|---|---|---|
| buffers inserted | 1 | 1 |
| pin swaps | 1 | 0 |
| endpoints found under the setup margin | 6 | 4 |
| gates resized | 5 | 2 |
Power is estimated from default activity; no workload was simulated.
